[design/flow/run.sh]
#!/bin/bash
# OpenROAD 26Q1-2900-gdf79404cd8, Yosys 0.63+post, stock flow scripts
make -C /OpenROAD-flow-scripts/flow DESIGN_CONFIG=/design/flow/config.mk WORK_HOME=/design/flow/orfs finish
[design/flow/constraint.sdc]
current_design cactus

set clk_period 3.6
set clk_io_pct 0.2

create_clock -name clk0 -period $clk_period [get_ports {clk_i}]

set non_clock_inputs [all_inputs -no_clocks]
set_input_delay [expr $clk_period * $clk_io_pct] -clock clk0 $non_clock_inputs
set_output_delay [expr $clk_period * $clk_io_pct] -clock clk0 [all_outputs]
[design/flow/design.v]
package dinorun_pkg;
localparam int ScreenWidth = 640;
localparam int ScreenHeight = 480;
localparam int Ground = 400;
localparam int ObstacleInitialX = 640;
typedef enum logic [1:0] {
    WAITING_TO_START,
    RUN,
    HIT,
    FLASH_HIT   
} state_t;
endpackage
module cactus (
    input  logic       clk_i,
    input  logic       rst_ni,
    input  logic       next_frame_i,
    input  logic       spawn_i,
    input  logic [1:0] rand_i,
    input  logic [9:0] pixel_x_i,
    input  logic [9:0] pixel_y_i,
    output logic       pixel_o
);
  parameter int CACTUS_WIDTH = 15;
  parameter int CACTUS_HEIGHT = 33;
  parameter int SCREEN_WIDTH = 640;
  parameter int SCREEN_HEIGHT = 480;
  parameter int GROUND_LEVEL = 400;   
  parameter int GROUND_Y       = GROUND_LEVEL - CACTUS_HEIGHT;  
  parameter int CACTUS_SPEED = 8;
  logic [10:0] cactus_x_q;      
  logic [1:0]  cactus_image_q;  
  logic [14:0] CACTUS0[0:CACTUS_HEIGHT-1];
  logic [14:0] CACTUS1[0:CACTUS_HEIGHT-1];
  logic [14:0] CACTUS2[0:CACTUS_HEIGHT-1];
  logic [14:0] CACTUS3[0:CACTUS_HEIGHT-1];
  initial begin
    CACTUS0[0]  = 15'h01c0;
    CACTUS0[1]  = 15'h03e0;
    CACTUS0[2]  = 15'h03e0;
    CACTUS0[3]  = 15'h23e0;
    CACTUS0[4]  = 15'h73e2;
    CACTUS0[5]  = 15'h73e7;
    CACTUS0[6]  = 15'h73e7;
    CACTUS0[7]  = 15'h73e7;
    CACTUS0[8]  = 15'h73e7;
    CACTUS0[9]  = 15'h73e7;
    CACTUS0[10] = 15'h73e7;
    CACTUS0[11] = 15'h73e7;
    CACTUS0[12] = 15'h73e7;
    CACTUS0[13] = 15'h73e7;
    CACTUS0[14] = 15'h73e7;
    CACTUS0[15] = 15'h7fe7;
    CACTUS0[16] = 15'h3fe7;
    CACTUS0[17] = 15'h1fff;
    CACTUS0[18] = 15'h03fe;
    CACTUS0[19] = 15'h03fc;
    CACTUS0[20] = 15'h03e0;
    CACTUS0[21] = 15'h03e0;
    CACTUS0[22] = 15'h03e0;
    CACTUS0[23] = 15'h03e0;
    CACTUS0[24] = 15'h03e0;
    CACTUS0[25] = 15'h03e0;
    CACTUS0[26] = 15'h03e0;
    CACTUS0[27] = 15'h03e0;
    CACTUS0[28] = 15'h03e0;
    CACTUS0[29] = 15'h03e0;
    CACTUS0[30] = 15'h03e0;
    CACTUS0[31] = 15'h03e0;
    CACTUS0[32] = 15'h03e0;
    CACTUS1[0]  = 15'h01c0;
    CACTUS1[1]  = 15'h03e0;
    CACTUS1[2]  = 15'h03e0;
    CACTUS1[3]  = 15'h23e0;
    CACTUS1[4]  = 15'h73e0;
    CACTUS1[5]  = 15'h73e0;
    CACTUS1[6]  = 15'h73e0;
    CACTUS1[7]  = 15'h73e2;
    CACTUS1[8]  = 15'h73e7;
    CACTUS1[9]  = 15'h73e7;
    CACTUS1[10] = 15'h73e7;
    CACTUS1[11] = 15'h73e7;
    CACTUS1[12] = 15'h73e7;
    CACTUS1[13] = 15'h73e7;
    CACTUS1[14] = 15'h73e7;
    CACTUS1[15] = 15'h73e7;
    CACTUS1[16] = 15'h73e7;
    CACTUS1[17] = 15'h73e7;
    CACTUS1[18] = 15'h73e7;
    CACTUS1[19] = 15'h73e7;
    CACTUS1[20] = 15'h3fe7;
    CACTUS1[21] = 15'h1fe7;
    CACTUS1[22] = 15'h0fff;
    CACTUS1[23] = 15'h03fe;
    CACTUS1[24] = 15'h03fc;
    CACTUS1[25] = 15'h03e0;
    CACTUS1[26] = 15'h03e0;
    CACTUS1[27] = 15'h03e0;
    CACTUS1[28] = 15'h03e0;
    CACTUS1[29] = 15'h03e0;
    CACTUS1[30] = 15'h03e0;
    CACTUS1[31] = 15'h03e0;
    CACTUS1[32] = 15'h03e0;
    CACTUS2[0]  = 15'h01c0;
    CACTUS2[1]  = 15'h03e0;
    CACTUS2[2]  = 15'h03e0;
    CACTUS2[3]  = 15'h03e0;
    CACTUS2[4]  = 15'h03e2;
    CACTUS2[5]  = 15'h03e7;
    CACTUS2[6]  = 15'h03e7;
    CACTUS2[7]  = 15'h03e7;
    CACTUS2[8]  = 15'h23e7;
    CACTUS2[9]  = 15'h73e7;
    CACTUS2[10] = 15'h73e7;
    CACTUS2[11] = 15'h73e7;
    CACTUS2[12] = 15'h73e7;
    CACTUS2[13] = 15'h73e7;
    CACTUS2[14] = 15'h73e7;
    CACTUS2[15] = 15'h73ff;
    CACTUS2[16] = 15'h73fe;
    CACTUS2[17] = 15'h73fc;
    CACTUS2[18] = 15'h73e0;
    CACTUS2[19] = 15'h7fe0;
    CACTUS2[20] = 15'h3fe0;
    CACTUS2[21] = 15'h1fe0;
    CACTUS2[22] = 15'h03e0;
    CACTUS2[23] = 15'h03e0;
    CACTUS2[24] = 15'h03e0;
    CACTUS2[25] = 15'h03e0;
    CACTUS2[26] = 15'h03e0;
    CACTUS2[27] = 15'h03e0;
    CACTUS2[28] = 15'h03e0;
    CACTUS2[29] = 15'h03e0;
    CACTUS2[30] = 15'h03e0;
    CACTUS2[31] = 15'h03e0;
    CACTUS2[32] = 15'h03e0;
    CACTUS3[0]  = 15'h01c0;
    CACTUS3[1]  = 15'h03e0;
    CACTUS3[2]  = 15'h03e0;
    CACTUS3[3]  = 15'h03e0;
    CACTUS3[4]  = 15'h33e2;
    CACTUS3[5]  = 15'h7be7;
    CACTUS3[6]  = 15'h7be7;
    CACTUS3[7]  = 15'h7be7;
    CACTUS3[8]  = 15'h7be7;
    CACTUS3[9]  = 15'h7be7;
    CACTUS3[10] = 15'h7be7;
    CACTUS3[11] = 15'h7be7;
    CACTUS3[12] = 15'h7fe7;
    CACTUS3[13] = 15'h7fe7;
    CACTUS3[14] = 15'h3fe7;
    CACTUS3[15] = 15'h1fe7;
    CACTUS3[16] = 15'h03e7;
    CACTUS3[17] = 15'h03ff;
    CACTUS3[18] = 15'h03fe;
    CACTUS3[19] = 15'h03fc;
    CACTUS3[20] = 15'h03e0;
    CACTUS3[21] = 15'h03e0;
    CACTUS3[22] = 15'h03e0;
    CACTUS3[23] = 15'h03e0;
    CACTUS3[24] = 15'h03e0;
    CACTUS3[25] = 15'h03e0;
    CACTUS3[26] = 15'h03e0;
    CACTUS3[27] = 15'h03e0;
    CACTUS3[28] = 15'h03e0;
    CACTUS3[29] = 15'h03e0;
    CACTUS3[30] = 15'h03e0;
    CACTUS3[31] = 15'h03e0;
    CACTUS3[32] = 15'h03e0;
  end
  logic active_q;   
  always @(posedge clk_i or negedge rst_ni) begin
    if (!rst_ni) begin
      cactus_x_q     <= SCREEN_WIDTH;
      cactus_image_q <= 2'b00;
      active_q       <= 1'b0;   
    end else if (next_frame_i) begin
      if (active_q) begin
        if (cactus_x_q <= CACTUS_SPEED) begin
          active_q <= 1'b0;   
        end else begin
          cactus_x_q <= cactus_x_q - CACTUS_SPEED;
        end
      end else begin
        if (spawn_i) begin
          cactus_x_q     <= SCREEN_WIDTH;
          cactus_image_q <= rand_i;
          active_q       <= 1'b1;   
        end
      end
    end
  end
  wire pixel_x_in_range = (pixel_x_i >= cactus_x_q) && (pixel_x_i < (cactus_x_q + CACTUS_WIDTH));
  wire pixel_y_in_range = (pixel_y_i >= GROUND_Y) && (pixel_y_i < (GROUND_Y + CACTUS_HEIGHT));
  wire pixel_in_range = active_q && pixel_x_in_range && pixel_y_in_range;
  wire [5:0] rom_x = pixel_x_i - cactus_x_q;
  wire [5:0] rom_y = pixel_y_i - GROUND_Y;
  logic [14:0] cactus_line;
  always_comb begin
    if (pixel_in_range) begin
      case (cactus_image_q)
        2'b00:   cactus_line = CACTUS0[rom_y];
        2'b01:   cactus_line = CACTUS1[rom_y];
        2'b10:   cactus_line = CACTUS2[rom_y];
        2'b11:   cactus_line = CACTUS3[rom_y];
        default: cactus_line = 15'h0000;
      endcase
    end else begin
      cactus_line = 15'h0000;
    end
  end
  assign pixel_o = pixel_in_range ? cactus_line[CACTUS_WIDTH-1-rom_x] : 1'b0;
endmodule
[design/flow/config.mk]
export PLATFORM = sky130hd
export DESIGN_NAME = cactus
export DESIGN_NICKNAME = cactus
export VERILOG_FILES = /design/flow/design.v
export SDC_FILE = /design/flow/constraint.sdc
export NUM_CORES = 4
export LEC_CHECK = 1
export CORE_AREA = 10 10 112 112
export DIE_AREA = 0 0 122 122
==> results_dict.tcl <==
# yosys + openroad results
set metrics [dict create \
    drive_gt1_share_pct 41.4 \
    ys_seq_elements 11 \
    worstSkewPairLatency_ns 0.23 \
    holdBufCountCts 0 \
    worst_slew_pin_slew_ns 0.522 \
    fin_skew_ns 0.00141 \
    initialDrtViolationCount 70 \
    crit_chain "ha_2 -> and3_4 -> xnor2_1 -> ha_1 -> a21o_1 -> a211oi_2 -> a21oi_1 -> or3_1 -> nor4_2 -> a2bb2oi_2 -> buf_2" \
    path_max_fanout 4 \
    synth-cells-yosys 300 \
    powerDensity_nw_per_um2 434 \
    status "completed" \
    clk_pin_slew_ns 0.05 \
    timing.final.hold_violations 0 \
    fin_tns_setup_ns 0 \
    grt_pass1_wl_mm 11.5 \
    rrSetupSlack_ns 1.60 \
    cts_tree "built" \
    via_per_inst 4.85 \
    yosys_warnings 1 \
    numCtsBuffers 3 \
    yosys_area_um2 2250 \
    num-fill-cells 992 \
    grt_usage_pct 9.30 \
    cap_violations 0 \
    ir_drop_uv 408 \
    dp_hpwl_mm 5.48 \
    num_vias 2640 \
    instances_no_fill 544 \
    antenna_left 0 \
    period_minus_slack_ns 3.54 \
    portBuffers 26 \
    yosysSeqAreaShare_pct 12.4 \
    cp-end-kind "output port" \
    clk_path_buf_depth 2 \
    yosys_most_used_dff "dfrtp_1" \
    worst-setup-path-type "register to output port" \
    initial_core_util_pct 22.0 \
    gp_congestion 0.963 \
    cp.required_ns 2.88 \
    avgSynthCellArea_um2 7.49 \
    critPathSlowestCell "dfrtp_1" \
    max_freq_mhz 283 \
    drc_errors 0 \
    total_power_mw 1.64 \
    syn2layout_area_growth_pct 68.5 \
    cts.sinks 11 \
    die_area_um2 14900 \
    synth.cell_area_um2 2250 \
    synth.area.top_cells "ha_1, dfrtp_1, xnor2_1" \
    grt-ovfl-total 0 \
    synth_cell_types 61 \
    final_util_pct 37.0 \
    top_area_cell "ha_1" \
    cts_root_buf "clkbuf_8" \
    start_kind "register" \
    flop_area_um2 278 \
    max-slew-margin-rel_pct 65.1 \
    fin_crit_sh_pct 98.2 \
    finalWirelength_mm 7.35 \
    crit_path_max_incr_delay_ns 0.41 \
    p_leak_nw 1.63 \
    routedWlPerCell_um 13.5 \
    whs_ns 0.565 \
    arrival_ns 2.82 \
    pin_count 27 \
    edf_count 0 \
    core_area_um2 10200 \
    die_w_um 122 \
    ys_async_sr_fraction_pct 100 \
    die_h_um 122 \
    rsz0062_at_grt "yes" \
    warning_count 36 \
    top_area_share_pct 15.0 \
    drt_pass1_iterations 4 \
    grt_pass1_vias 2430 \
    num_antenna_cells 0 \
    placed_cells 520 \
    grt_max_degree 13 \
    path_buffers 1 \
    cp_top_family "simple AND/OR/NAND/NOR gates" \
    slew_viol_final 0 \
    placementRows 37 \
    mi_logic_area_um2 2200 \
    grt_antenna_before_repair 0 \
    hold_class "register to register" \
    syn_inst 300 \
    htreeDepth 1 \
    final-setup-viol-count 0 \
]
[Yosys cell counts, drive strengths merged, types with 9 or more instances]
cell	n
a21oi	20
buf	11
dfrtp	9
ha	27
inv	19
nand2	32
nand3	13
nor2	18
nor3	17
o21ai	15
xnor2	19
[per-stage QoR]
step | area (µm²) | worst slack [ns]
global route | 3780 | -0.0694
detailed placement | 3150 | -0.783
floorplan | 2250 | 0.196
CTS | 3510 | 0.000273
global placement | 3150 | -0.808
finish | 3780 | 0.0646
[state kept, by name, indices dropped and copies added (netlist names)]
register,cells
cactus_image_q,2
cactus_x_q,8
active_q,1
[tightest hold or removal path, stage by stage (launching register included)]
cell,delay [ns]
dfrtp_1,0.40
nand2_1,0.06
o31ai_1,0.06
[repair_timing]
action | 4_1_cts | 5_1_grt
gates cloned | 2 | 0
pin swaps | 23 | 24
resized | 60 | 52
setup endpoints to repair | 1 | 1
setup buffers | 9 | 9
[cells in the final DEF (no fill, tap or decap), types with 7 or more instances in the layout]
cell              n
buf_4            82
nand2_1          30
a21oi_1          16
ha_1             15
nor2_1           14
inv_1            13
xnor2_1          13
nor3_1           13
nand3_1          12
buf_6            12
o21ai_0          11
ha_4             11
dfrtp_1           9
clkdlybuf4s50_1   9
dlymetal6s2s_1    7
[layout make-up]
class,instances,share of cell area [%]
flip-flops and latches,11,7.34
clock buffers,4,1.19
well taps,136,4.50
inverters,19,1.88
multi-input cells,254,58.0
repair buffers,120,27.1
[metal layers]
layer / global-route usage (%) / vias to the layer above / routed length [µm]
met5: 0 / - / 0
met4: 0.969 / 0 / 65
met3: 1.60 / 11 / 421
met2: 14.9 / 76 / 3310
met1: 13.3 / 1232 / 3550
li1: - / 1321 / -
[path summary, 6_finish.rpt]
path                                        endpoint  depth (start not counted)                       from
max in group asynchronous  cactus_x_q[7]$_DFFE_PN1P_                          1                     rst_ni
min in group asynchronous       active_q$_DFFE_PN0P_                          1                     rst_ni
setup reg to reg           cactus_x_q[8]$_DFFE_PN0P_                          8  cactus_x_q[5]$_DFFE_PN0P_
setup / recovery                             pixel_o                         11  cactus_x_q[3]$_DFFE_PN0P_
hold / removal             cactus_x_q[4]$_DFFE_PN0P_                          2  cactus_x_q[4]$_DFFE_PN0P_
hold reg to reg            cactus_x_q[4]$_DFFE_PN0P_                          2  cactus_x_q[4]$_DFFE_PN0P_
[kinds of logic (layout without fill, tap and decap cells)]
kind of cell / after synthesis / after routing / synth area share [%]
adders and majority gates: 27 / 27 / 15.0
muxes: 3 / 3 / 1.34
buffers and inverters: 37 / 143 / 8.25
DFF: 11 / 11 / 12.4
other: 2 / 2 / 0.334
and+or+nand+nor: 116 / 116 / 26.7
xor gates and xnor gates: 23 / 25 / 11.3
AOI/OAI and AO/OA: 81 / 81 / 24.7
[where the power goes]
group          internal (mW)  leakage [nW]  switching (mW)  total (mW)
combinational          0.658          1.47           0.633        1.29
sequential             0.179         0.136          0.0495       0.229
clock                 0.0775        0.0228          0.0439       0.121
total                  0.915          1.63           0.726        1.64
No activity file was given, so power comes from the tool's default toggle rates.
