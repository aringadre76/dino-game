$ cat run.sh
#!/bin/bash
# OpenROAD 26Q1-2900-gdf79404cd8, Yosys 0.63+post, stock flow scripts
make -C /OpenROAD-flow-scripts/flow DESIGN_CONFIG=/design/flow/config.mk WORK_HOME=/design/flow/orfs finish
$ cat config.mk
export PLATFORM = sky130hd
export DESIGN_NAME = title
export DESIGN_NICKNAME = title
export VERILOG_FILES = /design/flow/design.v
export SDC_FILE = /design/flow/constraint.sdc
export NUM_CORES = 4
export LEC_CHECK = 1
export CORE_UTILIZATION = 40
$ cat constraint.sdc
current_design title

set clk_period 28.1
set clk_io_pct 0.2

create_clock -name clk0 -period $clk_period

set non_clock_inputs [all_inputs -no_clocks]
set_input_delay [expr $clk_period * $clk_io_pct] -clock clk0 $non_clock_inputs
set_output_delay [expr $clk_period * $clk_io_pct] -clock clk0 [all_outputs]
$ cat design.v
package dinorun_pkg;
localparam int ScreenWidth = 640;
localparam int ScreenHeight = 480;
localparam int Ground = 400;
localparam int ObstacleInitialX = 640;
typedef enum logic [1:0] {
    WAITING_TO_START,
    RUN,
    HIT,
    FLASH_HIT   
} state_t;
endpackage
module title (
    input  logic [9:0] pixel_x_i,
    input  logic [9:0] pixel_y_i,
    output logic       pixel_o
);
  parameter int TITLE_WIDTH = 47;
  parameter int TITLE_HEIGHT = 7;
  parameter int SCREEN_WIDTH = 640;
  parameter int SCREEN_HEIGHT = 240;
  parameter int V_OFFSET = SCREEN_HEIGHT * 15 / 100;   
  parameter int TITLE_DISPLAY_HEIGHT = SCREEN_HEIGHT * 30 / 100;  
  logic [TITLE_WIDTH - 1:0] title_mem[0:TITLE_HEIGHT - 1];
  initial begin
    title_mem[0] = 47'b11110001100111100011111000001111000110010011110;
    title_mem[1] = 47'b11001001100110010011001000001100100110010011001;
    title_mem[2] = 47'b11001001100110010011001000001100100110010011001;
    title_mem[3] = 47'b11001001100110010011001000001111000110010011001;
    title_mem[4] = 47'b11001001100110010011001000001100100110010011001;
    title_mem[5] = 47'b11001001100110010011001000001100100110010011001;
    title_mem[6] = 47'b11110001100110010011111000001100100111100011001;
  end
  logic [5:0] title_x;   
  logic [2:0] title_y;   
  assign title_x = (pixel_x_i * TITLE_WIDTH) / SCREEN_WIDTH;
  assign title_y = ((pixel_y_i - V_OFFSET) * TITLE_HEIGHT) / TITLE_DISPLAY_HEIGHT;
  assign pixel_o = ((pixel_x_i < SCREEN_WIDTH) &&
                    (pixel_y_i >= V_OFFSET) && (pixel_y_i < V_OFFSET + TITLE_DISPLAY_HEIGHT) &&
                    (title_x < TITLE_WIDTH) && (title_y < TITLE_HEIGHT)) ?
                      title_mem[title_y][TITLE_WIDTH - 1 - title_x] : 1'b0;
endmodule
==> results.cfg <==
; flow metrics
[logic_synthesis]
yosys_cells = 817
yosysChipArea_mm2 = 0.00585
syn_avg_cell_area_um2 = 7.16
topCellsByArea = ha_1 (14%), fa_1 (11%), inv_1 (6.2%)
netlist.area_leader.share_pct = 13.9
syn_inst = 817
ys_seq_share_pct = 0
largest_area_cell = ha_1
ys_types = 87
synth_area_mm2 = 0.00585
yosys_warnings = 1

[placement]
gp_congestion = 0.953
place_inst = 990
dp_hpwl_um = 11800
portBuffers = 21

[global_route]
grtUsageTotal_pct = 20.6
grt_max_degree = 24
grt_pass1_vias = 5498
antenna_found_initial = 0
grt_overflow_total = 0
grt_pass1_wl_um = 25600

[layout]
synthToLayoutAreaGrowth_pct = 5.39
drive_above_1_share_pct = 3.70
flop-count = 0
nClkBuffers = 0
fin_util_pct = 43.7
nFillCells = 1478
fin_cells = 990
regArea_um2 = 0

[routing]
dr_total_vias = 5904
drc_errors = 0
drt_iter0_markers = 339
routed_wl_um = 14300
antenna_cells = 0
antenna_left = 0
viasPerCell = 5.96
firstDrtPassIters = 4
wl_per_cell_um = 14.4

[setup_path]
startpoint_type = primary input
cpLargestDelayFamily = AND-OR/OR-AND gates
cp.depth = 40
cp_data_arrival_time_ps = 16270
cp_num_buf_inv = 7
crit_path_end_kind = primary output
crit_top_cell = inv_1
cp_slowest_stage_delay_ps = 620
crit_fanout = 9
cp.required_ps = 22480
critical_path_class = in -> out
critical-path-slowest-cell = clkdlybuf4s50_1

[floorplanning]
core_region_area_mm2 = 0.0141
num_io_pins = 21
fp_util_pct = 41.5
std_cell_rows = 43
die_w_um = 123
dieHeight_um = 123
dieArea_mm2 = 0.0151

[run]
drv_cap = 0
warning_count = 43

[cts]
cts_resized = 0
post_cts_buffers = 0
cts.hold.buffers_added = 0

[sta]
min_period_ps = 21890
slew_headroom_pct = 41.5
drv_slew = 0
worst_pin_slew_ps = 874
grt_setup_unrepaired = no
setup_viol = 0
setup_tns_ps = 0
finalHoldViolations = 0
hold_slack_ps = 12670
fin_crit_sh_pct = 77.9
fmax_ghz = 0.0457

[hold_path]
whs_path_depth = 7
min_path_type = in -> out

[outcome]
outcome = finished, final reports clean
cells by family after synthesis:
logic type                 after synthesis  share of synthesized area, %
muxes                                   12                          2.12
AOI/OAI and AO/OA                      252                          31.4
xor gates and xnor gates                53                          7.94
adders and majority gates              100                          25.4
buffers and inverters                  129                          8.73
and+or+nand+nor                        271                          24.4
through the flow:
step	area [um^2]	setup WS [ps]
after floorplan	5850	8530
final	6160	6210
after global placement	6160	6670
after detailed placement	6160	6330
after global routing	6160	5280
after CTS	6160	6300
layer usage:
layer  vias up  share of wire [%]  track usage, %  wire [um]
met5         -                  0               0          0
met3        10                2.8           0.282        397
li1       3012                  -               -          -
met2       107                 47            35.1       6730
met4         0                1.4            2.74        193
met1      2775                 49            30.1       6950
cells in the mapped netlist, types with 5 or more instances:
library cell	instances
a211oi_1	11
o211ai_1	11
nor2b_1	9
clkbuf_1	19
and3_1	5
ha_1	65
a21oi_1	49
or3_1	9
nand2b_1	10
nand4_1	17
xnor2_1	35
nand3_1	37
xor2_1	18
nor2_1	47
a211o_1	7
o21a_1	12
nor3_1	26
a21o_1	11
nor4_1	11
o2111ai_1	10
nand2_1	58
inv_1	97
o31ai_1	7
mux2i_1	11
buf_2	9
and2_1	12
a311oi_1	7
o21ai_1	9
fa_1	32
o21ai_0	36
a31oi_1	15
cells in the final DEF, fill, tap and decap left out, types with 5 or more instances in the layout:
cell type,count
nand3_1,37
o2111ai_1,10
o31ai_1,7
xnor2_1,35
a21oi_1,49
nor2_1,47
mux2i_1,11
a311oi_1,7
and3_1,5
fa_1,32
nor2b_1,9
xor2_1,18
o21ai_0,36
clkdlybuf4s50_1,21
o21ai_1,9
a211o_1,7
nor3_1,26
a31oi_1,15
a211oi_1,11
o21a_1,12
o211ai_1,11
nand4_1,17
nand2b_1,10
nor4_1,11
a21o_1,11
nand2_1,58
ha_1,65
or3_1,9
inv_1,97
and2_1,12
final cells by class:
cell class	instances	area, um^2	share of cell area, %
inverters	98	368	5.97
multi-input cells	688	5340	86.6
well taps	180	225	3.65
repair buffers	24	233	3.78
final timing paths:
path / from / endpoint / slack [ps]
min: pixel_y_i[5] / pixel_o / 12670
max: pixel_x_i[4] / pixel_o / 6210
