**./design.v**
```verilog
package dinorun_pkg;
localparam int ScreenWidth = 640;
localparam int ScreenHeight = 480;
localparam int Ground = 400;
localparam int ObstacleInitialX = 640;
typedef enum logic [1:0] {
    WAITING_TO_START,
    RUN,
    HIT,
    FLASH_HIT   
} state_t;
endpackage
module basys3_7seg_driver (
    input  logic       clk_1k_i,      
    input  logic       rst_ni,        
    input  logic [3:0] digit0_en_i,   
    input  logic [3:0] digit0_i,      
    input  logic [3:0] digit1_en_i,   
    input  logic [3:0] digit1_i,      
    input  logic [3:0] digit2_en_i,   
    input  logic [3:0] digit2_i,      
    input  logic [3:0] digit3_en_i,   
    input  logic [3:0] digit3_i,      
    output logic [3:0] anode_o,       
    output logic [6:0] segments_o     
);
  logic [6:0] segmentVal;
  logic [3:0] digitVal;
  hex7seg hex_decoder (
      .d3(digitVal[3]),
      .d2(digitVal[2]),
      .d1(digitVal[1]),
      .d0(digitVal[0]),
      .A(segmentVal[0]),
      .B(segmentVal[1]),
      .C(segmentVal[2]),
      .D(segmentVal[3]),
      .E(segmentVal[4]),
      .F(segmentVal[5]),
      .G(segmentVal[6])
  );
  logic seg_en;
  always_comb begin
    anode_o  = state_q;   
    seg_en   = 0;
    digitVal = 0;
    if (state_q == 4'b1110) begin   
      anode_o[0] = ~digit0_en_i;
      digitVal = digit0_i;
      seg_en = digit0_en_i;
    end else if (state_q == 4'b1101) begin   
      anode_o[1] = ~digit1_en_i;
      digitVal = digit1_i;
      seg_en = digit1_en_i;
    end else if (state_q == 4'b1011) begin   
      anode_o[2] = ~digit2_en_i;
      digitVal = digit2_i;
      seg_en = digit2_en_i;
    end else if (state_q == 4'b0111) begin   
      anode_o[3] = ~digit3_en_i;
      digitVal = digit3_i;
      seg_en = digit3_en_i;
    end
  end
  assign segments_o = seg_en ? ~segmentVal : 8'hff;
  logic [3:0] state_q, state_d;
  assign state_d = {state_q[2:0], state_q[3]};
  always_ff @(posedge clk_1k_i) begin
    if (!rst_ni) begin
      state_q <= 4'b1110;
    end else begin
      state_q <= state_d;
    end
  end
endmodule
module hex7seg(
    input  logic d3,d2,d1,d0,
    output logic A,B,C,D,E,F,G
);
assign A = (~d3&~d2&~d1&~d0)|(~d3&~d2&d1&~d0)|
(~d3&~d2&d1&d0)|(~d3&d2&~d1&d0)|(~d3&d2&d1&~d0)|
(~d3&d2&d1&d0)|(d3&~d2&~d1&~d0)|(d3&~d2&~d1&d0)|
(d3&~d2&d1&~d0)|(d3&d2&~d1&~d0)|(d3&d2&d1&~d0)|(d3&d2&d1&d0);
assign B = (~d3&~d2&~d1&~d0)|(~d3&~d2&~d1&d0)|
(~d3&~d2&d1&~d0)|(~d3&~d2&d1&d0)|(~d3&d2&~d1&~d0)|
(~d3&d2&d1&d0)|(d3&~d2&~d1&~d0)|(d3&~d2&~d1&d0)|
(d3&~d2&d1&~d0)|
(d3&d2&~d1&d0);
assign C = (~d3&~d2&~d1&~d0)|(~d3&~d2&~d1&d0)|
(~d3&~d2&d1&d0)|(~d3&d2&~d1&~d0)|(~d3&d2&~d1&d0)|
(~d3&d2&d1&~d0)|(~d3&d2&d1&d0)|(d3&~d2&~d1&~d0)|
(d3&~d2&~d1&d0)|(d3&~d2&d1&~d0)|(d3&~d2&d1&d0)|
(d3&d2&~d1&d0);
assign D = (~d3&~d2&~d1&~d0)|(~d3&~d2&d1&~d0)|
(~d3&~d2&d1&d0)|(~d3&d2&~d1&d0)|(~d3&d2&d1&~d0)|
(d3&~d2&~d1&~d0)|(d3&~d2&~d1&d0) | (d3&~d2&d1&d0)|
(d3&d2&~d1&~d0)|(d3&d2&~d1&d0)|(d3&d2&d1&~d0);
assign E = (~d3&~d2&~d1&~d0)|(~d3&~d2&d1&~d0)|
(~d3&d2&d1&~d0)|(d3&~d2&~d1&~d0)|(d3&~d2&d1&~d0)|
(d3&~d2&d1&d0)|(d3&d2&~d1&~d0)|(d3&d2&~d1&d0)|
(d3&d2&d1&~d0)|(d3&d2&d1&d0);
assign F = (~d3&~d2&~d1&~d0)|(~d3&d2&~d1&~d0)|
(~d3&d2&~d1&d0)|(~d3&d2&d1&~d0)|(d3&~d2&~d1&~d0)|
(d3&~d2&~d1&d0)|(d3&~d2&d1&~d0)|(d3&~d2&d1&d0)|
(d3&d2&~d1&~d0)|(d3&d2&d1&~d0)|
(d3&d2&d1&d0);
assign G = (~d3&~d2&d1&~d0)|(~d3&~d2&d1&d0)|
(~d3&d2&~d1&~d0)|(~d3&d2&~d1&d0)|(~d3&d2&d1&~d0)|
(d3&~d2&~d1&~d0)|(d3&~d2&~d1&d0)|(d3&~d2&d1&~d0)|
(d3&~d2&d1&d0)|(d3&d2&~d1&d0)|(d3&d2&d1&~d0)|(d3&d2&d1&d0);
endmodule
```
**./run.sh**
```bash
#!/bin/bash
# OpenROAD 26Q1-2900-gdf79404cd8, Yosys 0.63+post, stock flow scripts
make -C /OpenROAD-flow-scripts/flow DESIGN_CONFIG=/design/flow/config.mk WORK_HOME=/design/flow/orfs finish
```
**./config.mk**
```make
export PLATFORM = sky130hd
export DESIGN_NAME = basys3_7seg_driver
export DESIGN_NICKNAME = basys3_7seg_driver
export VERILOG_FILES = /design/flow/design.v
export SDC_FILE = /design/flow/constraint.sdc
export NUM_CORES = 4
export LEC_CHECK = 1
export CORE_AREA = 10 10 70 70
export DIE_AREA = 0 0 80 80
```
**./constraint.sdc**
```tcl
current_design basys3_7seg_driver

set clk_period 3.5
set clk_io_pct 0.2

create_clock -name clk0 -period $clk_period [get_ports {clk_1k_i}]

set non_clock_inputs [all_inputs -no_clocks]
set_input_delay [expr $clk_period * $clk_io_pct] -clock clk0 $non_clock_inputs
set_output_delay [expr $clk_period * $clk_io_pct] -clock clk0 [all_outputs]
```
==> CHANGELOG.md <==
### Physical design

- Buffers from clock root to sink, at most: 2
- Worst setup EP type: primary output
- Clock sink count: 4
- ANT nets after route: 0
- Pins Over Slew Limit: 0
- Most flops, register: state_q
- Time the worst path needs with I/O delays and setup: 3.35 ns
- Gates resized, CTS repair: 0
- Post-DR vias/cell: 4.53
- Required time worst endpoint: 2.80 ns
- Final WS setup: 0.150 ns
- Residual overflow from global routing: 0
- Clock input transition at the sequential cells of the worst setup and hold paths: 0.03 ns
- Hold Crit Start: state_q[3]
- Final-report setup violation count: 0
- First-pass GRT wire length: 3.31 mm
- Die outline height: 80 um
- Async set-reset flop share out of synthesis: 0
- Maximum clock frequency: 0.299 GHz
- Starting Density: 0.197
- Vias in the first global route: 710
- Relative slew slack: 0.737
- Setup_tns: 0 ns
- TritonCTS clock tree: built
- Top cells by count: sky130_fd_sc_hd__nor2_1, sky130_fd_sc_hd__a22oi_1, sky130_fd_sc_hd__nand2_1, sky130_fd_sc_hd__o21ai_1
- Synth Area per Inst: 8.29 um^2
- Boundary pin count: 45
- Arrival time at the worst endpoint: 2.65 ns
- Main synth FF type: sky130_fd_sc_hd__dfxtp_1
- Die Wd: 80 um
- Post-Layout Inst Area: 0.00101 mm^2
- Startpoint type of the worst setup path: primary input
- Endpoint of the worst-slack reg-to-reg timing path: state_q[2]
- Proportion of synthesized chip area in sequential cells: 0.119
- Share of the clock period used by the worst path after layout: 0.957
- Area of the mapped netlist: 672 um^2
- Maximum number of pins on one net before global-route repair: 15
- Clock tree root buffer cell: sky130_fd_sc_hd__clkbuf_4
- Level count of the clock H-tree: 1
- Main area contributors after synthesis: sky130_fd_sc_hd__dfxtp_1, sky130_fd_sc_hd__a22oi_2, sky130_fd_sc_hd__buf_6
- Total CTS buffers: 3
- Syn. warnings: 1
- Number of endpoints with negative hold slack in the final report: 0
- Final routed DRC violation total: 0
- Global placer's final weighted congestion: 0.795
- Area overhead of the layout relative to synthesis: 50.7%
- Warning total across the stage logs: 37
- Number of enable-type register cells in the synthesized netlist: 0
- Unrepaired setup endpoints after global routing: false
- Worst vdd rail ir drop: 0.0479 mV
- FF-to-FF setup slack: 2.76 ns
- Status: finished clean
- Number of standard cells reported by yosys: 81
- # Max-Cap Violations: 0
- Pre-Repair DR Iteration Count: 4
- Standard cell area after detailed placement: 990 um^2
- Placeable core area: 0.00342 mm^2
- Half-perimeter wire length after placement: 1.64 mm
- Fraction of final layout cells sized beyond drive strength 1: 0.173
- FP Rows: 21
- Areal power density over the cells: 237 mW/mm^2
- Area of the die: 0.00640 mm^2
- Clock Skew: 0.00288 ns
- Port Buffers: 32
- Post-CTS repair timing setup buffer count: 0
- Initial antenna violation count: 0
- Actual slew at the worst max-slew pin: 0.395 ns
- Number of flip-flops under the largest register name: 4
- Count of unique library cells instantiated by Yosys: 34
- DR vias: 706
- Number of DRC violations after detailed-routing iteration 0: 42
- CTS hold repair buffers: 0
- Cells on Worst Hold Path: 1
- Top cell type by total area after synthesis: sky130_fd_sc_hd__dfxtp_1
- Worst min path class: flop to flop
- Aggregate routed wire length: 2.03 mm
- Critical path peak fanout: 12
- Dominant cell by count in the synthesized netlist: sky130_fd_sc_hd__nor2_1
- Final routed wire length divided by cell count: 13.0 um
- Chip area from the yosys synthesis statistics: 672 um^2
- Worst r2r src: state_q[1]
- Max-area cell share: 0.119
- Count of state elements after synthesis: 4
- Pre-CTS WS: 0.155 ns
- Final antenna diode count: 0
- Overall global routing resource usage: 0.0619
- Hold worst-path end: state_q[0]
- Cells on worst reg2reg path: 2
- Clock latency reported for the late side of the worst-skew pair: 0.23 ns
- Regs by FF count: state_q: 4 flops
- Leakage power summed over all cells: 0.378 nW
- Type of the worst setup path: primary input to primary output
- Number of instances in the synthesized netlist: 81
where the power goes:
part           switching [W]  internal (W)   total, W
clock              0.0000177     0.0000383  0.0000560
sequential        0.00000520     0.0000482  0.0000534
combinational      0.0000527     0.0000778   0.000131
total              0.0000756      0.000164   0.000240
routing by layer:
metal,vias up,track usage,share of wire,wire length [um]
met3,2,0.0318,0.11,222
met4,0,0.00352,0.0059,12
met1,312,0.0819,0.46,941
li1,365,-,-,-
met5,-,0,0,0
met2,27,0.0915,0.42,851
layout make-up:
cell class,count,area [um^2]
clock buffer,3,22.5
fill,368,2400
inverter,3,11.3
multi-input combinational,67,513
sequential,4,80.1
tap,46,57.6
timing repair buffer,33,328
placed cells by master, fill, tap and decap left out, types with 2 or more instances in the layout:
cell type                         Yosys  routed
sky130_fd_sc_hd__nor2b_4              3       3
sky130_fd_sc_hd__xnor2_1              2       2
sky130_fd_sc_hd__a31oi_1              2       2
sky130_fd_sc_hd__dfxtp_1              4       4
sky130_fd_sc_hd__clkbuf_4             0       3
sky130_fd_sc_hd__a41o_1               2       2
sky130_fd_sc_hd__o21ai_1              5       5
sky130_fd_sc_hd__a21oi_1              4       4
sky130_fd_sc_hd__and2_1               2       2
sky130_fd_sc_hd__a22oi_1              5       5
sky130_fd_sc_hd__nand2_1              5       5
sky130_fd_sc_hd__nand3_1              3       3
sky130_fd_sc_hd__inv_1                3       3
sky130_fd_sc_hd__a22oi_2              4       4
sky130_fd_sc_hd__nor2_1               8       8
sky130_fd_sc_hd__nand2b_1             3       3
sky130_fd_sc_hd__o22a_4               2       2
sky130_fd_sc_hd__o22a_1               2       2
sky130_fd_sc_hd__clkdlybuf4s50_1      0      32
metrics by stage:
step	hold WS, ns	util	std cells	power (W)
global placement	0.609	0.290	153	0.000183
detailed placement	0.611	0.290	153	0.000185
finish	0.624	0.296	156	0.000240
floorplan	0.550	-	81	0.000133
global route	0.658	0.296	156	0.000262
CTS	0.622	0.296	156	0.000244
critical path: stages:
cell and delay [ns]:
sky130_fd_sc_hd__clkdlybuf4s50_1 0.40, sky130_fd_sc_hd__a22oi_1 0.16, sky130_fd_sc_hd__o22a_1 0.41, sky130_fd_sc_hd__and3_1 0.21, sky130_fd_sc_hd__nor2_1 0.04, sky130_fd_sc_hd__o221ai_1 0.21
sky130_fd_sc_hd__clkdlybuf4s50_1 0.51
cell families (layout without fill, tap and decap cells):
group,count (synthesis),after routing,share of synthesized area
buf+inv,10,39,0.117
xor+xnor,2,2,0.0261
mux,2,2,0.0317
flops,4,4,0.119
simple gates,30,30,0.283
compound gates,33,33,0.423
how the worst max path moves through the flow:
stage                 depth (start not counted)   startpoint            end  slack (ns)
after global routing                          7  digit1_i[1]  segments_o[1]        0.01
after CTS                                     7  digit2_i[1]  segments_o[1]        0.14
final                                         7  digit2_i[1]  segments_o[1]        0.15
Power and IR drop assume default switching activity.
